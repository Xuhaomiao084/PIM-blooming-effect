==> design/flow/design.v <==
module my_core #(
    SIGNAL_WIDTH = 18,
    DIST_WIDTH = 14,
    NOT_WIDTH = 2,
    PEAK_NUM = 4,
    DATA_WIDTH = (SIGNAL_WIDTH + DIST_WIDTH) * PEAK_NUM
) (
    input ref_mode,
    input blooming_mode,
    input [DATA_WIDTH-1:0] mem_data,
    input [DIST_WIDTH-1:0] distance,
    input [NOT_WIDTH-1:0] point_notation_i,
    output [NOT_WIDTH-1:0] point_notation_o,
    output is_bloom,
    output has_ref,
    output [DIST_WIDTH-1:0] ref_dist
);
    localparam THRESHOLD = 20000;
    wire [DATA_WIDTH-1:0] mem_data_in = mem_data;
    wire [SIGNAL_WIDTH-1:0] peak_data [PEAK_NUM-1:0];
    wire [DIST_WIDTH-1:0] peak_dist [PEAK_NUM-1:0];
    genvar i;
    generate
        for (i = 0; i < PEAK_NUM; i = i + 1) begin
            assign peak_data[i] = mem_data_in[32*i+31:32*i+14];
            assign peak_dist[i] = mem_data_in[32*i+13:32*i];
        end
    endgenerate
    wire [NOT_WIDTH-1:0] point_notation_ref;
    wire [PEAK_NUM-1:0] ref_flag;
    generate
        for (i = 0; i < PEAK_NUM; i = i + 1) begin
            assign ref_flag[i] = (ref_mode & (peak_data[i] >= THRESHOLD)) ? 1'b1: 1'b0;
        end
    endgenerate
    assign point_notation_ref = (|ref_flag) ? 2'b10 : 2'b00;
    assign has_ref = |ref_flag;
    assign ref_dist = ({DIST_WIDTH{ref_flag[0]}} & peak_dist[0]) | 
                      ({DIST_WIDTH{ref_flag[1]}} & peak_dist[1]) | 
                      ({DIST_WIDTH{ref_flag[2]}} & peak_dist[2]) | 
                      ({DIST_WIDTH{ref_flag[3]}} & peak_dist[3]) ;
    wire [NOT_WIDTH-1:0] point_notation_blooming;
    wire [PEAK_NUM-1:0] bloom_flag;
    generate
        for (i = 0; i < PEAK_NUM; i = i + 1) begin
            assign bloom_flag[i] = (blooming_mode & (peak_dist[i] == distance)) ? 1'b1: 1'b0;
        end
    endgenerate
    assign point_notation_blooming = (|bloom_flag & (point_notation_i != 2'b10)) ? 2'b01 : point_notation_i;
    assign point_notation_o = ({NOT_WIDTH{ref_mode}} & point_notation_ref) | 
                              ({NOT_WIDTH{blooming_mode}} & point_notation_blooming);
    assign is_bloom = |bloom_flag;
endmodule
==> design/flow/run.sh <==
#!/bin/bash
# OpenROAD 26Q1-2900-gdf79404cd8, Yosys 0.63+post, stock flow scripts
make -C /OpenROAD-flow-scripts/flow DESIGN_CONFIG=/design/flow/config.mk WORK_HOME=/design/flow/orfs finish
==> design/flow/config.mk <==
export PLATFORM = sky130hd
export DESIGN_NAME = my_core
export DESIGN_NICKNAME = my_core
export VERILOG_FILES = /design/flow/design.v
export SDC_FILE = /design/flow/constraint.sdc
export NUM_CORES = 4
export LEC_CHECK = 1
export CORE_AREA = 10 10 113 113
export DIE_AREA = 0 0 123 123
==> design/flow/constraint.sdc <==
current_design my_core

set clk_period 4.1
set clk_io_pct 0.2

create_clock -name clk0 -period $clk_period

set non_clock_inputs [all_inputs -no_clocks]
set_input_delay [expr $clk_period * $clk_io_pct] -clock clk0 $non_clock_inputs
set_output_delay [expr $clk_period * $clk_io_pct] -clock clk0 [all_outputs]
==> results.toml <==
# flow metrics
[run_status]
outcome = "complete, no violations"

[worst_hold_path]
hold_path_end = "point_notation_o[1]"
min-delay-path-class = "primary input to primary output"
holdPathStages = 4
worstHoldStart = "point_notation_i[1]"

[routing]
first_pass_iters = 4
route.detailed.drc = 0
wirelength_um = 7440
ant_nets = 0
wl_per_cell_um = 17.1
antenna_cells = 0
route.vias.total = 1755
viasPerCell = 4.03
drtIter0Drc = 45

[clocking]
post_cts_buffers = 0
cts_hold_repair.buffers = 0
cts-resized-gates = 0

[global_route]
first_global_vias = 1987
grtUsageTotal_pct = 9.17
grt_overflow = 0
grt_pass1_wl_um = 10800
grt_antenna_before_repair = 0
grt_max_degree = 15

[final_timing]
finalMaxSlewViolations = 0
period_used_pct = 96.6
finalCriticalPeriod_ns = 3.96
setup_viol = 0
setup_tns_ns = 0
tightest_slew_ns = 0.422
rsz0062_at_grt = "false"
maxSlewHeadroom_pct = 71.6
fmax_mhz = 253
hold_viol_final = 0

[synth]
syn_area_per_cell_um2 = 7.23
yosysChipArea_um2 = 1120
largest_area_cell = "xor2_1"
synth_cells = 155
ys_cells = 155
yosysWarnings = 1
yosys.area.top_type_share_pct = 43.8
ys_seq_share_pct = 0
synth_area_um2 = 1120
topCellsByArea = "xor2_1 44%, a22oi_1 19%, nor4_1 6.7%"
synth_cell_types = 20

[finish]
flop-count = 0
area_growth_pct = 147
fillCellCount = 1123
finalNonFillerCells = 436
final_cell_mix = "144 x clkdlybuf4s50_1, 56 x xor2_1, 28 x a22oi_1"
clock_buffer_count = 0
seq_area_um2 = 0
combGateArea_um2 = 1120
lay_top_count = "clkdlybuf4s50_1"
drive_gt1_share_pct = 4.00

[die]
die_x_um = 123
floorplan.core_util_pct = 10.9
chipHeight_um = 123
ioPinCount = 164
dieArea_um2 = 15100
fp-row-count = 37
coreArea_um2 = 10300

[power_and_ir_drop]
p_per_area_nw_per_um2 = 102
p_leak_nw = 1.02
vdd_drop_max_uv = 38.6

[critical_path]
setup.worst_path.class = "primary input to primary output"
critPathMaxFanout = 2
cp.required_ns = 3.28
end_kind = "primary output"
arrival_ns = 3.14
startpoint_type = "primary input"

[placement]
gp_congestion = 0.782
place_inst = 436
dpl.hpwl_um = 6650
port_buffers = 144

[run]
maxCapViolations = 0
warning_count = 52
==> cell families after synthesis <==
group	share of synthesized area (%)
AND/OR/NAND/NOR	26.9
buffers and inverters	1.67
XOR/XNOR	43.7
AND-OR/OR-AND	27.7
==> cells in the mapped netlist (all sizes together) <==
master  count
nor3        4
a31oi       4
nor2b       1
a22oi      28
a41oi       1
inv         1
and2        1
nand4       9
nor2        8
o41ai       4
xor2       56
nor4       12
a22o        1
clkbuf      4
o21bai      1
nand2      15
or4         5
==> layer usage <==
metal / GRT usage [%] / share of wire, % / vias up
met1: 10.9 / 38 / 768
met3: 2.91 / 9.9 / 4
met5: 0 / 0 / -
met2: 16.7 / 52 / 89
li1: - / - / 894
met4: 0 / 0.11 / 0
==> power by group <==
part	switching, W	total [W]	internal (W)
sequential	0	0	0
clock	0	0	0
combinational	0.000104	0.000284	0.000180
==> worst max-delay path by stage <==
stage | slack (ns) | startpoint | cells after the start | endpoint
global route | 0.08 | mem_data[117] | 7 | point_notation_o[1]
finish | 0.14 | mem_data[117] | 7 | point_notation_o[1]
CTS | 0.10 | mem_data[117] | 7 | point_notation_o[1]
==> stage by stage <==
step	utilization, %	area [um^2]	hold WS (ns)	setup slack [ns]	power (W)
final	26.9	2770	2.63	0.141	0.000284
after detailed placement	26.9	2770	2.65	0.103	0.000288
after floorplan	-	1120	1.71	1.05	0.0000769
after global placement	26.9	2770	2.64	0.122	0.000287
after global routing	26.9	2770	2.69	0.0795	0.000309
after CTS	26.9	2770	2.65	0.103	0.000290
==> worst max-delay path: stages <==
cell	delay (ns)
clkdlybuf4s50_1	0.40
or4_4	0.53
nand4_2	0.12
a31oi_4	0.09
or4_4	0.57
o21bai_1	0.17
clkdlybuf4s50_1	0.43
==> cell type report <==
type,count,share of cell area (%)
Timing Repair Buffer,149,53.3
Multi-Input combinational cell,150,40.4
Tap cell,136,6.13
Inverter,1,0.135
No activity file was given, so power comes from the tool's default toggle rates.
