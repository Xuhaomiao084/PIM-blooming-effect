==> config.mk <==
export PLATFORM = sky130hd
export DESIGN_NAME = general_dff
export DESIGN_NICKNAME = general_dff
export VERILOG_FILES = /design/flow/design.v
export SDC_FILE = /design/flow/constraint.sdc
export NUM_CORES = 4
export LEC_CHECK = 1
export CORE_AREA = 10 10 94 94
export DIE_AREA = 0 0 104 104
==> constraint.sdc <==
current_design general_dff

set clk_period 1.1
set clk_io_pct 0.2

create_clock -name clk0 -period $clk_period [get_ports {clk}]

set non_clock_inputs [all_inputs -no_clocks]
set_input_delay [expr $clk_period * $clk_io_pct] -clock clk0 $non_clock_inputs
set_output_delay [expr $clk_period * $clk_io_pct] -clock clk0 [all_outputs]
==> design.v <==
module general_dff #(
    DATA_WIDTH = 32
) (
    input clk,
    input rst_n,
    input ld_en,
    input [DATA_WIDTH-1:0] data_in,
    output [DATA_WIDTH-1:0] data_out
);
    reg [DATA_WIDTH-1:0] data_reg;
    always @(posedge clk or negedge rst_n) begin
        if (rst_n == 1'b0)
            data_reg <= {DATA_WIDTH{1'b0}};
        else if (ld_en == 1'b1)
            data_reg <= #1 data_in;
    end
    assign data_out = data_reg;
endmodule
==> run.sh <==
#!/bin/bash
# OpenROAD 26Q1-2900-gdf79404cd8, Yosys 0.63+post, stock flow scripts
make -C /OpenROAD-flow-scripts/flow DESIGN_CONFIG=/design/flow/config.mk WORK_HOME=/design/flow/orfs finish
==> run notes <==
run metrics: crit path capture type=primary output, mean number of vias per cell=between 3 and 4, Slowest cell on crit path=dfrtp_1, CP Cell Sequence=clkdlybuf4s15_1, CP Launch Type=flop, Post-Route WL=3403 µm, Mapped Area=1345 µm², # Cells Yosys=between 60 and 70, synth warn=1, Cell Type Count=5, DP Worst Slack=about 0.067 ns, Port-buffer cells=roughly 66, Worst Path Arrival=~0.85 ns, Hold Buf Count CTS=0, Root Buffer=clkbuf_8, GRT overflow=0, yosys stat area=between 1000 and 1500 µm², initial antenna violation count=0, Seq pwr share=a little under half, switching share of power=between 20 and 25%, clock-pin slew on the worst setup and hold paths=about 0.070 ns, Final Setup Violations=0, category of the most critical setup path=reg2out, global-route wire length before repair=around 5500 µm, share of cells above drive strength 1=between 40% and 50%, via count=around 850, worst path required time=about 0.88 ns, DRT iter0 DRCs=13, CTS sink cnt=32, Top cell area share=59.53%, gr usage total=under 10%, CP Buf/Inv Count=1, worst reg2reg path startpoint=data_reg[5], post-route antenna net violation count=0, biggest area cells=dfrtp_1 (60%), mux2_4 (33%), buf_12 (4.5%), WL/cell=approximately 14 µm, Worst Setup Slack, final=0.03451 ns, Commonest Layout Cell=clkdlybuf4s50_1, fp util=~20%, DR pass1 iterations=2, Period Utilization, post-route=approximately 97%, logic area=~470 µm², cell area after layout=~2200 µm², combinational power share=about a fifth, # IOs=~67, worst-skew pair later-pin latency=between 0.2 and 0.3 ns, cells after synthesis=around 68, maxcap violations=0, Synth Seq Share=between 50% and 60%, Clk pwr share=roughly 32%, DRC viols=0, non-filler cells, final=between 200 and 300, Hold Path Class=in2async, Tot Pwr=roughly 0.0029 W, Die ar.=around 11000 µm², Fin Clk Skew=0 ns, Psw=about 0.00064 W, FF+latch area=between 800 and 900 µm², die span in x=104 µm, Final HPWL DP=between 2000 and 2500 µm, dominant logic cell types in the final layout=clkdlybuf4s50_1 (33), dfrtp_1 (32), mux2_4 (30), clkdlybuf4s15_1 (19), buf_4 (14), Lkg Pwr=between 1 and 1.5 nW, Core Area=around 7000 µm², Rows=30, worst hold margin=roughly 0.31 ns, achievable clock frequency=938.5 MHz, largest net degree at the start of global routing=33, power density over the cells=about 1300 nW/µm², Top delay family on crit path=flip-flops, largest area contributor in the netlist=dfrtp_1, crit path max fanout=2, slowest cell delay on critical path=roughly 0.38 ns, Mean Syn Cell Area=around 20 µm², number of global-route vias before repair=roughly 970, Max Transition Viols Final=0, Pint=0.002255 W, n_diodes=0, Worst-Margin Slew=about 0.19 ns, fillers=692, H-tree Lvls=2, Tool Warnings=25, die y size=104 µm, CP Launch Point=data_reg[15], worst vdd ir=between 0.0004 and 0.0005 V, max reg flops=32, CTS tree=built, CTS max path bufs=2, GPL Wtd Cong=0.6860, Final Critical Period=about 1.1 ns, Hold Vio Cnt, Final=0, cts bufs inserted=5, relative slew slack=around 90%, status=completed, Placed Cells=around 230, Area Growth Syn to Fin=66.70%, DP Area=between 2000 and 2500 µm², Synth flops=32
[power by group through the flow]
stage | Clock (W) | Combinational (W) | Sequential, W
global route | 0.00104 | 0.000656 | 0.00137
CTS | 0.00100 | 0.000623 | 0.00135
finish | 0.000934 | 0.000605 | 0.00135
[Yosys cell counts (all sizes together)]
cell   count
buf        4
dfrtp     32
mux2      32
[layout make-up]
class                           instances  area share (%)
Sequential cell                        32           35.71
Tap cell                               96           5.357
Clock buffer                            6           3.683
Timing Repair Buffer                   83           33.71
Clock inverter                          2          0.4464
Multi-Input combinational cell         32           21.09
[cells by family after synthesis]
| kind of cell | count (synthesis) | share of synthesized area (%) |
|---|---|---|
| buf+inv | 4 | 5.302 |
| flops | 32 | 59.54 |
| mux | 32 | 35.16 |
[per-stage QoR]
step	utilization, %	setup TNS, ns
6_report	32.82	0
5_1_grt	32.82	-0.004081
4_1_cts	33.26	0
3_5_place_dp	30.88	0
3_3_place_gp	30.88	0
2_1_floorplan	-	0
[per-layer routing]
| metal | routed length (µm) | track usage [%] | vias up |
|---|---|---|---|
| li1 | - | - | 407 |
| met1 | 1654 | 8.739 | 394 |
| met2 | 1314 | 8.153 | 52 |
| met3 | 434 | 3.947 | 0 |
| met4 | 0 | 0.3976 | 0 |
| met5 | 0 | 0 | - |
[path summary, 6_finish.rpt]
kind	endpoint	slack [ns]	cells past startpoint
max in group asynchronous	data_reg[20]	0.62	2
setup reg to reg	data_reg[5]	0.11	3
hold reg to reg	data_reg[17]	0.51	1
hold / removal	data_reg[12]	0.31	2
min in group clk0	data_reg[29]	0.44	3
setup / recovery	data_out[15]	0.03	1
[timing repair]
action | CTS | global route
endpoints found under the setup margin | 32 | 15
endpoints found under the hold margin | 0 | 0
setup buffers | 10 | 4
gates resized | 65 | 12
Power figures rest on the tool's default switching activity, not on a simulated workload.
